[./design.v]
`timescale 1ns / 1ps
`timescale 1ns / 1ps
module mux2to1 (
    output [63:0] Y,   
    input  [63:0] A,   
    input  [63:0] B,   
    input         S    
);
    assign Y = S ? B : A;
endmodule
module fetch (
    input         clk,
    input  [63:0] PC,         
    input  [31:0] instr,      
    input         branch_taken,  
    input  [63:0] branch_target,  
    output [6:0]  opcode,  
    output [4:0]  rd, rs1, rs2,  
    output [2:0]  funct3,  
    output [6:0]  funct7,  
    output [63:0] imm,   
    output [63:0] nextp,   
    output instr_valid, imem_error  
);
    assign opcode = instr[6:0];
    assign rs1    = instr[19:15];
    reg [63:0] imm_internal;
    reg [4:0] rd_internal, rs2_internal;
    reg [2:0] funct3_internal;
    reg [6:0] funct7_internal;
    always @(*) begin
        rd_internal   = 5'b00000;
        rs2_internal  = 5'b00000;
        funct3_internal = 3'b000;
        funct7_internal = 7'b0000000;
        imm_internal  = 64'b0;
        case (opcode)
            7'b0110011: begin  
                rd_internal    = instr[11:7];
                rs2_internal   = instr[24:20];
                funct3_internal = instr[14:12];
                funct7_internal = instr[31:25];
            end
            7'b0010011,  
            7'b0000011: begin  
                rd_internal    = instr[11:7];
                funct3_internal = instr[14:12];
                imm_internal   = {{52{instr[31]}}, instr[31:20]};
            end
            7'b0100011: begin  
                rs2_internal   = instr[24:20];
                funct3_internal = instr[14:12];
                imm_internal   = {{52{instr[31]}}, instr[31:25], instr[11:7]};
            end
            7'b1100011: begin  
                rs2_internal   = instr[24:20];
                funct3_internal = instr[14:12];
                imm_internal   = {{51{instr[31]}}, instr[31], instr[7], instr[30:25], instr[11:8], 1'b0};
            end
            7'b0110111,  
            7'b0010111: begin  
                rd_internal    = instr[11:7];
                imm_internal   = {{32{instr[31]}}, instr[31:12], 12'b0};
            end
            7'b1101111: begin  
                rd_internal    = instr[11:7];
                imm_internal   = {{43{instr[31]}}, instr[31], instr[19:12], instr[20], instr[30:21], 1'b0};
            end
        endcase
    end
    assign rd     = rd_internal;
    assign rs2    = rs2_internal;
    assign funct3 = funct3_internal;
    assign funct7 = funct7_internal;
    assign imm    = imm_internal;
    wire [63:0] sequential_pc;
assign sequential_pc = PC + 64'd4;
wire [63:0] branch_pc;
assign branch_pc = PC + branch_target;
    mux2to1 pc_mux (
        .Y(nextp),              
        .A(sequential_pc),      
        .B(branch_pc),      
        .S(branch_taken)        
    );
    assign instr_valid = (opcode == 7'b0110011) ||  
                         (opcode == 7'b0010011) ||  
                         (opcode == 7'b0000011) ||  
                         (opcode == 7'b0100011) ||  
                         (opcode == 7'b1100011) ;
    assign imem_error = (PC >= 1024) ? 1'b1 : 1'b0;
endmodule
[./run.sh]
#!/bin/bash
# OpenROAD 26Q1-2900-gdf79404cd8, Yosys 0.63+post, stock flow scripts
make -C /OpenROAD-flow-scripts/flow DESIGN_CONFIG=/design/flow/config.mk WORK_HOME=/design/flow/orfs finish
[./config.mk]
export PLATFORM = sky130hd
export DESIGN_NAME = fetch
export DESIGN_NICKNAME = fetch
export VERILOG_FILES = /design/flow/design.v
export SDC_FILE = /design/flow/constraint.sdc
export NUM_CORES = 4
export LEC_CHECK = 1
export CORE_AREA = 10 10 211 211
export DIE_AREA = 0 0 221 221
[./constraint.sdc]
current_design fetch

set clk_period 25.1
set clk_io_pct 0.2

create_clock -name clk0 -period $clk_period

set non_clock_inputs [all_inputs -no_clocks]
set_input_delay [expr $clk_period * $clk_io_pct] -clock clk0 $non_clock_inputs
set_output_delay [expr $clk_period * $clk_io_pct] -clock clk0 [all_outputs]
==> metrics.yaml <==
setup_path:
  critPathLaunch: "PC[0]"
  path_max_fanout: 5
  required_ns: 20.08
  cp.arrival_ns: 9.52
  startpoint_type: "input port"
  cp-end-kind: "primary output"
  slowest_delay_ns: 0.60
  slowest_stage: "clkdlybuf4s50_1"
  worstSetupPathType: "in -> out"
  cp-endpoint: "nextp[62]"
  worstPathCellList: "clkdlybuf4s50_1, ha_1, fa_1, a21oi_1, o21ai_0, a211oi_4, o21ai_1, a21o_1, a21o_1, a211oi_2, o2111a_1, o32ai_1, a311oi_1, clkdlybuf4s50_1"
route:
  vias: 8353
  dr.pass1.iters: 7
  via_per_inst: 4.71
  ant_nets: 0
  wl_mm: 34.7
  drtIter0Drc: 724
  post_drt_wl_per_cell_microns: 19.6
  drc: 0
clock_tree:
  cts_setup_buffers: 0
  cts_hold_buf: 0
  cts_resized: 0
floorplanning:
  row_count: 73
  ios: 324
  core-area_sq_mm: 0.0398
  die-area_sq_mm: 0.0488
  fp_util: 0.164
  die_w_microns: 221
  die_h_microns: 221
sta:
  rsz0062_at_grt: "false"
  finalSetupTns_ns: 0
  max_slew_margin: 0.443
  setup_violations: 0
  period_needed_ns: 14.54
  hold_violations: 0
  max_freq_mhz: 68.8
  drv_slew: 0
  hold_ws_ns: 10.87
  tightest_slew_ns: 0.832
  final.period_utilization: 0.579
placement:
  place_congestion: 0.927
  hpwlAfterDp_mm: 30.5
  port_buffers: 323
final_layout:
  fillCellCount: 4414
  flop_area_sq_um: 0
  clkbuf_count: 0
  fin_util: 0.250
  flops: 0
  layout_top_cell: "clkdlybuf4s50_1"
  drive_gt1_frac: 0.0258
  area_growth_pct: 52.5
  final_cell_mix: "322 x clkdlybuf4s50_1, 114 x a21oi_1, 94 x nor2_1, 94 x nand2_1"
power_and_ir_drop:
  clkPwrFrac: 0
  switching_share: 0.489
  pwr-share-comb: 1.000
  irDropWorstVdd_mv: 0.0103
  seq_power_share: 0
  power_density_mw_per_mm2: 20.5
  p_leak_nw: 3.98
  totalPowerFinal_uw: 204
  power.net_switching_uw: 99.9
  internal_power_uw: 104
global_routing:
  grt_pass1_vias: 8002
  grtUsageTotal: 0.135
  antenna_found_initial: 11
  grt_max_degree: 70
  grt_overflow_total: 0
  grt_pass1_wl_mm: 51.7
yosys:
  ys_types: 74
  ys_area_sq_mm: 0.00653
  ys.warnings.count: 1
  syn_area_sq_mm: 0.00653
  synth_cells: 1003
  synth_seq_share: 0
  syn_avg_cell_area_sq_um: 6.51
  ys_cells: 1003
min_path:
  hp-class: "in -> out"
job:
  cap_violations: 0
  tool_warnings: 35
outcome:
  outcome: "finished, final reports clean"
[cell usage after synthesis (2+ instances only)]
cell type  instances  area [sq um]
o21ai_1            3          15.0
o311ai_0           2          17.5
and3_1            19           119
clkbuf_1          37           139
and2_1            28           175
a211oi_1           2          15.0
o21a_1            10          75.1
nand4_1           29           181
a21boi_0           7          52.6
o21bai_1          11          82.6
or2_2              4          25.0
a221o_1            5          50.1
nand3_1           36           180
a31o_2             3          26.3
a22o_1             6          52.6
ha_1              65           813
nor4_1            19           119
or3_1              8          50.1
or4_1              2          15.0
mux2i_1            2          20.0
o22ai_1            3          18.8
nand2b_1           4          25.0
nor3_1            20           100
a21oi_1          114           571
and4_1             8          70.1
nand4_2            2          25.0
buf_4             44           330
a221oi_1           2          17.5
o211ai_1           4          30.0
o21ai_0           50           250
a31oi_1            8          50.1
o31ai_1            5          37.5
inv_1             19          71.3
nor2b_1            9          56.3
a21o_1            65           488
mux2_2             3          33.8
xor2_1            52           455
nor2_1            94           353
buf_2              7          35.0
nand2_1           94           353
xnor2_1           65           569
[metal layers]
| layer | vias to the layer above | track usage | wire length [microns] |
|---|---|---|---|
| li1 | 4111 | - | - |
| met1 | 3828 | 0.178 | 15200 |
| met2 | 382 | 0.215 | 15600 |
| met3 | 22 | 0.0459 | 3480 |
| met4 | 10 | 0.0176 | 343 |
| met5 | - | 0 | 66 |
[power groups by stage]
| stage | Clock, mW | Sequential [mW] | Combinational, mW |
|---|---|---|---|
| CTS | 0 | 0 | 0.205 |
| global route | 0.0000000214 | 0 | 0.225 |
| finish | 0.0000000268 | 0 | 0.204 |
[final cells by class]
type,instances,area (sq um),share of cell area
repair buffers,328,3270,0.328
inverters,19,71.3,0.00716
well taps,525,657,0.0660
diodes,5,12.5,0.00126
multi-input cells,895,5950,0.597
[stage by stage]
stage	cell area [sq um]	setup slack [ns]	cells
global route	9960	10.31	1771
global placement	9950	10.66	1767
floorplan	6530	12.49	1003
CTS	9950	10.60	1767
finish	9960	10.56	1772
detailed placement	9950	10.63	1767
[critical path, delay by kind of cell]
| kind | cells | cell delay [ns] |
|---|---|---|
| fa+ha+maj | 2 | 0.65 |
| compound gates | 10 | 2.81 |
| buf+inv | 2 | 1.03 |
[worst min path at each step]
stage                     to  slack (ns)      start  cells past startpoint
final                 rs1[3]       10.87  instr[18]                      2
after CTS             rs1[3]       10.88  instr[18]                      2
after global routing  rs1[1]       10.91  instr[16]                      2
[cells by family after synthesis]
kind of cell,Yosys count,synth area share
adders and majority gates,66,0.128
and+or+nand+nor,388,0.302
muxes,5,0.00824
AOI/OAI and AO/OA,319,0.316
xor gates and xnor gates,117,0.157
buffers and inverters,108,0.0887
Power figures rest on the tool's default switching activity, not on a simulated workload.
